File: flow/config.mk
export PLATFORM = sky130hd
export DESIGN_NAME = SPI_Wrapper
export DESIGN_NICKNAME = SPI_Wrapper
export VERILOG_FILES = /design/flow/design.v
export SDC_FILE = /design/flow/constraint.sdc
export NUM_CORES = 4
export LEC_CHECK = 1
export CORE_UTILIZATION = 30
File: flow/constraint.sdc
current_design SPI_Wrapper

set clk_period 14.9
set clk_io_pct 0.2

create_clock -name clk0 -period $clk_period [get_ports {CLK}]

set non_clock_inputs [all_inputs -no_clocks]
set_input_delay [expr $clk_period * $clk_io_pct] -clock clk0 $non_clock_inputs
set_output_delay [expr $clk_period * $clk_io_pct] -clock clk0 [all_outputs]
File: flow/design.v
module SPI_SLAVE
#(
    parameter  in_RAM_width  = 10, 
    parameter  out_RAM_width = 8 
) 
(
    input  wire                     CLK,
    input  wire                     rst_n,
    input  wire                     MOSI,
    input  wire                     SS_n,
    input  wire [out_RAM_width-1:0] tx_data,
    input  wire                     tx_valid,
    output reg                      MISO,
    output reg  [in_RAM_width-1:0]  rx_data,
    output wire                     rx_valid
);
    localparam IDLE      = 3'b000;
    localparam CHK_CMD   = 3'b001;
    localparam WRITE     = 3'b010;
    localparam READ_ADDR = 3'b011;
    localparam READ_DATA = 3'b100;
    reg       read_flag;
    reg rx_rec_en;
    reg tx_ser_en;
    reg [3:0] ser_cnt;
    reg [2:0] CS;
    reg [2:0] NS;
    always @(posedge CLK , negedge rst_n) begin
        if (!rst_n) begin
            CS <= IDLE;
        end
        else begin
            CS <= NS;
        end
    end
    always @(*) begin
        case (CS)
        IDLE : begin
            if (!SS_n) begin
                NS = CHK_CMD;
            end
            else begin               
                NS = IDLE;
            end
        end
        CHK_CMD : begin
            if (!SS_n && !MOSI) begin
                NS = WRITE;
            end
            else if (!SS_n && MOSI && read_flag) begin                
                NS = READ_DATA;
            end
            else if (!SS_n && MOSI && !read_flag) begin
                NS = READ_ADDR;
            end
            else begin                
                NS = IDLE;
            end
        end
        WRITE : begin
            if(!SS_n) begin
                NS = WRITE;
            end
            else begin
                NS = IDLE;
            end
        end
        READ_ADDR : begin
            if (!SS_n) begin
                NS = READ_ADDR;
            end
            else begin               
                NS = IDLE;
            end
        end
        READ_DATA : begin
            if (!SS_n) begin
                NS = READ_DATA;
            end
            else begin               
                NS = IDLE;
            end
        end
        default : NS = IDLE;
        endcase
    end
    always @(posedge CLK,negedge rst_n) begin
        if (!rst_n) begin 
            read_flag     <= 1'b0;
        end
        else if (CS == READ_ADDR) begin   
            read_flag     <= 1'b1;
        end
        else if (CS == READ_DATA) begin
            read_flag     <= 1'b0;
        end
    end
    always @(*) begin
        rx_rec_en  = 1'b0;
        tx_ser_en  = 1'b0;
        if ((CS == WRITE || CS == READ_ADDR) || (CS == READ_DATA && !tx_valid)) begin
            rx_rec_en = 1'b1;
        end
        else if (CS == READ_DATA && tx_valid) begin
            tx_ser_en = 1'b1;
        end
        else begin 
            rx_rec_en  = 1'b0;
            tx_ser_en  = 1'b0;
        end
    end
    always @(posedge CLK , negedge rst_n) begin
        if (!rst_n) begin
            rx_data       <= 10'b0;
            ser_cnt       <= 4'b0;
            MISO          <= 1'b0;
        end
        else if (rx_rec_en && ser_cnt != 10) begin
            rx_data       <= {rx_data[8:0],MOSI};
            ser_cnt       <= ser_cnt + 1'b1;
        end
        else if (tx_ser_en && ser_cnt != 4'd8) begin
            MISO          <= tx_data[7-ser_cnt];
            ser_cnt       <= ser_cnt + 1'b1;
        end
        else begin
            ser_cnt       <= 4'b0;
        end
    end
    assign rx_valid = (ser_cnt == 4'd10)? 1'b1:1'b0;
endmodule
module SPI_Wrapper 
#(
    parameter  in_RAM_width  = 10, 
    parameter  out_RAM_width = 8 
) 
(
    input  wire CLK,
    input  wire rst_n,
    input  wire SS_n,
    input  wire MOSI,
    output wire MISO
);
    wire [in_RAM_width-1:0]  rx_data;
    wire [out_RAM_width-1:0] tx_data;
    wire                     rx_valid;
    wire                     tx_valid;
    SPI_SLAVE SLAVE (
        .CLK(CLK),
        .rst_n(rst_n),
        .SS_n(SS_n),
        .MOSI(MOSI),
        .MISO(MISO),
        .rx_data(rx_data),
        .tx_data(tx_data),
        .rx_valid(rx_valid),
        .tx_valid(tx_valid)
    );
    RAM RAM (
        .CLK(CLK),
        .rst_n(rst_n),
        .din(rx_data),
        .dout(tx_data),
        .rx_valid(rx_valid),
        .tx_valid(tx_valid)
    );
endmodule
module RAM
#(
    parameter IN_WIDTH  = 10,
    parameter OUT_WIDTH = 8,
    parameter MEM_DEPTH = 256,
    parameter ADDR_SIZE = 8
) 
(
    input  wire                CLK,
    input  wire                rst_n,
    input  wire [IN_WIDTH-1:0] din,
    input  wire                rx_valid,
    output reg                 tx_valid,
    output reg [OUT_WIDTH-1:0] dout
);
integer i;
reg [ADDR_SIZE-1:0] RAM [MEM_DEPTH-1:0];
reg [ADDR_SIZE-1:0] address;
always @(posedge CLK , negedge rst_n) begin
    if (!rst_n) begin 
        address  <= 8'b0;
        dout     <= 8'b0;
        tx_valid <= 0;
    end
    else if (rx_valid) begin
        case (din[9:8]) 
            2'b00: begin address      <= din[7:0];     tx_valid <= 0; end
            2'b01: begin RAM[address] <= din[7:0];     tx_valid <= 0; end
            2'b10: begin address      <= din[7:0];     tx_valid <= 0; end
            2'b11: begin dout         <= RAM[address]; tx_valid <= 1; end
        endcase
    end
end
endmodule
File: flow/run.sh
#!/bin/bash
# OpenROAD 26Q1-2900-gdf79404cd8, Yosys 0.63+post, stock flow scripts
make -C /OpenROAD-flow-scripts/flow DESIGN_CONFIG=/design/flow/config.mk WORK_HOME=/design/flow/orfs finish
==> PnR_summary.wiki <==
== Implementation results ==
{| class="wikitable"
! Metric !! Value
|-
| Status || finished, violations left
|-
| Failing checks || max-capacitance violations, max-slew violations
|-
| Buffers inserted during post-CTS setup optimization || 0
|-
| Min-delay worst type || flip-flop to flip-flop
|-
| Clock sink count || 2,086
|-
| Transition time at the pin with the least slew margin || 1.71 ns
|-
| GRT overflow || 0
|-
| Average routed wire per standard cell || 63.6 µm
|-
| # resized after CTS || 0
|-
| DR vias/cell || ~6.9
|-
| Cell repeated most along the worst path || sky130_fd_sc_hd__buf_4
|-
| Chip height || 516 µm
|-
| Number of max-slew violations in the final report || 5
|-
| Antenna-violating nets left || 0
|-
| Part of the Yosys area used for sequential elements || between 70% and 80%
|-
| Number of enable flip-flop cells || 2,048
|-
| Fill cell total of the finished layout || 24.5k
|-
| Worst Reg-to-Reg Cells || 12
|-
| Core region area || 0.263 mm²
|-
| Static leakage || 29.1 nW
|-
| P per Cell Area || 148 mW/mm²
|-
| Antenna violations before repair || ~93
|-
| Area of the die || 0.267 mm²
|-
| Area share of the largest cell type after synthesis || 77.5%
|-
| Cell Area, Synth || 0.0794 mm²
|-
| Capturing element type of the critical path || flip-flop
|-
| Most instantiated flip-flop cell in the synthesis netlist || sky130_fd_sc_hd__edfxtp_1
|-
| Worst Skew || between 0.1 and 0.15 ns
|-
| Fraction of layout instances using a drive strength above 1 || 18.5%
|-
| First-pass GRT wire length || a little over 700,000 µm
|-
| Fmax achieved || roughly 150 MHz
|-
| Synth top cell by count || sky130_fd_sc_hd__edfxtp_1
|-
| Maximum root-to-sink buffer count || 3
|-
| Largest delay share family, worst path || simple AND/OR/NAND/NOR gates
|-
| DP Cell Count || 8,548
|-
| Die boundary width || a little over 500 µm
|-
| Layout overhead on the synthesized area || 19.2%
|-
| H-tree level count || 4
|-
| CTS tree || done
|-
| Cell area after placement || around 0.087 mm²
|-
| Proportion of register bits with asynchronous set or reset after synthesis || 1.82%
|-
| Core Rows || 188
|-
| Critical path peak fanout || about 40
|-
| Unrepaired setup endpoints after global routing || false
|-
| Distinct lib cells used || 58
|-
| Number of register bits inferred by synthesis || between 2k and 2.5k
|-
| Max rail drop VDD || 0.000114 V
|-
| Synth Area in Compound Gates || a little under a tenth
|-
| Yosys-reported design area after synthesis || 0.0794 mm²
|-
| Final routed DRC violation total || 0
|-
| 1st-iter DRT viols || 8,316
|-
| Kind of start point of the critical path || input pin
|-
| Worst slew slack as a fraction of its limit || -13.9%
|-
| Avg Synthesized Cell Area || 16.1 µm²
|-
| Clk root buf || sky130_fd_sc_hd__clkbuf_16
|-
| Total iterations of the first detailed-routing run || 12
|-
| Worst path depth || 6
|-
| Most area-consuming cells after synthesis || sky130_fd_sc_hd__edfxtp_1, sky130_fd_sc_hd__a22oi_1, sky130_fd_sc_hd__nand3_1
|-
| Worst reg2reg path startpoint || RAM.address[1]
|-
| Number of hold buffers added after CTS || 0
|-
| Share of the core filled by cells before placement || 30.2%
|-
| Maximum number of pins on one net before global-route repair || roughly 86
|-
| Post-detail-place hpwl || just over 400,000 µm
|-
| Area leader, netlist || sky130_fd_sc_hd__edfxtp_1
|-
| Adder-cell share of the synthesized area || less than 1%
|-
| Routed WL || about 580,000 µm
|-
| Critical path capture point || RAM.RAM[228][0]
|-
| Global placement routability congestion || 1.25
|-
| Xor/xnor share of the synthesized area || less than 1%
|-
| Count of instantiated cells in the yosys netlist || 4,936
|-
| Setup slack after layout || 8.33 ns
|-
| Global-route usage over all layers || 46.4%
|-
| Synth top cells by count || sky130_fd_sc_hd__edfxtp_1, sky130_fd_sc_hd__nand3_1, sky130_fd_sc_hd__a22oi_1
|-
| Worst Path Class, Setup || input pin to flip-flop
|-
| I/O pin total || 5
|-
| Clock-pin slew on the worst setup and hold paths || about 0.06 ns
|-
| Final setup viols || 0
|-
| Post-Layout Cell Count || slightly above 9k
|-
| Log Warnings || 28
|-
| Series of cell instances along the critical path || buf_2 > buf_4 > and4b_1 > buf_4 > nand2_1 > nor2_1
|-
| Critical-path cell with the highest stage delay || sky130_fd_sc_hd__nand2_1
|-
| Worst reg2reg endpoint || RAM.dout[6]
|-
| Post-synthesis instance total || 4,936
|-
| Share of the core filled with cells || 36.0%
|-
| Critical path data arrival time || 7.08 ns
|-
| Input/output buffers || 4
|-
| First element of the critical path || rst_n
|-
| Total of max-cap violations || 2
|-
| TNS Setup || 0 ns
|-
| Setup slack of the worst register-to-register path || 9.23 ns
|-
| Via count of the first global-routing pass || 61.5k
|-
| Final critical delay including setup and external delays || 6.57 ns
|-
| Total CTS buffers || 222
|-
| Largest stage delay, worst path || approximately 1.0 ns
|-
| Mux share || less than 1%
|-
| Required arrival time at the worst endpoint || 15.41 ns
|-
| DR vias || 62.6k
|-
| Buf+Inv Stages, Crit Path || 3
|-
| Number of warning messages in the yosys log || 3
|-
| Main logic family || AND-OR/OR-AND gates
|-
| Clock insertion delay at the later pin of the skew report || between 0.9 and 1 ns
|-
| Ratio of final minimum period to clock period || 44.1%
|-
| Total non-filler cell area in the finished layout || approximately 0.095 mm²
|-
| Post-synthesis simple-gate area fraction || 9.24%
|-
| Worst Setup Slack post-DPL || 7.84 ns
|-
| Final number of hold-violating endpoints || 0
|}
-- flip-flops by register name, summed over array words and instances, names as in the netlist --
| name | flops |
|---|---|
| RAM.RAM | 2048 |
| RAM.address | 8 |
| RAM.dout | 8 |
| RAM.tx_valid | 1 |
| SLAVE.CS | 5 |
| SLAVE.MISO | 1 |
| SLAVE.read_flag | 1 |
| SLAVE.rx_data | 10 |
| SLAVE.ser_cnt | 4 |
-- worst min path at each step --
stage | start | endpoint | cells past startpoint
final | RAM.tx_valid | RAM.tx_valid | 1
after global routing | SLAVE.CS[0] | SLAVE.CS[3] | 1
after CTS | RAM.tx_valid | RAM.tx_valid | 1
-- stage by stage --
stage | total power, mW | hold WS (ns)
after global placement | 8.23 | 0.482
after detailed placement | 8.21 | 0.492
after CTS | 13.9 | 0.506
final | 14.0 | 0.506
after floorplan | 7.55 | 0.461
after global routing | 14.1 | 0.533
-- cell type report --
class	count	area, µm²	share of cell area (%)
antenna	111	278	0.294
clock buffer	246	5660	5.98
clock inverter	168	1960	2.07
inverter	5	18.8	0.0198
multi-input combinational	2439	15900	16.8
sequential	2086	62500	66.0
tap	3515	4400	4.65
timing repair buffer	503	3910	4.13
-- kinds of logic (layout without fill, tap and decap cells) --
logic type,Yosys count,in the layout
compound gates,1015,1015
xor+xnor,2,2
fa+ha+maj,3,3
buf+inv,411,922
flops,2086,2086
mux,21,21
other cells,0,111
simple gates,1398,1398
-- metal layers --
layer	global-route usage, %	share of wire (%)	up-vias
li1	-	-	21159
met3	43.1	21	2382
met4	37.8	11	222
met5	32.9	1.9	-
met1	43.4	27	31105
met2	56.8	38	7689
-- where the power goes --
| group | internal, mW | switching (mW) | leakage, nW |
|---|---|---|---|
| combinational | 0.0667 | 0.953 | 5.80 |
| sequential | 7.00 | 0.110 | 19.6 |
| clock | 3.28 | 2.58 | 3.66 |
-- cell usage in the layout (no fill, tap or decap), types with 12 or more instances in the layout --
master                       instances
sky130_fd_sc_hd__a221oi_1           34
sky130_fd_sc_hd__nand2_1            85
sky130_fd_sc_hd__nand3_1           564
sky130_fd_sc_hd__nor3_2             66
sky130_fd_sc_hd__nor2_1            273
sky130_fd_sc_hd__buf_4             489
sky130_fd_sc_hd__mux2_2             18
sky130_fd_sc_hd__and3_1             36
sky130_fd_sc_hd__dfrtp_1            29
sky130_fd_sc_hd__o22ai_1           162
sky130_fd_sc_hd__clkinv_1           43
sky130_fd_sc_hd__nor3_1             26
sky130_fd_sc_hd__clkbuf_16         222
sky130_fd_sc_hd__bufinv_16          30
sky130_fd_sc_hd__or4_1              25
sky130_fd_sc_hd__diode_2           111
sky130_fd_sc_hd__o211ai_1           14
sky130_fd_sc_hd__a22o_1             69
sky130_fd_sc_hd__a32oi_1           125
sky130_fd_sc_hd__a21oi_1           101
sky130_fd_sc_hd__clkinvlp_4         20
sky130_fd_sc_hd__clkinv_16          12
sky130_fd_sc_hd__edfxtp_1         2048
sky130_fd_sc_hd__a22oi_1           429
sky130_fd_sc_hd__nor4_1             68
sky130_fd_sc_hd__a222oi_1           16
sky130_fd_sc_hd__nand4_1           161
sky130_fd_sc_hd__nor4_2             12
sky130_fd_sc_hd__clkinv_2           49
sky130_fd_sc_hd__clkbuf_1           23
Power figures rest on the tool's default switching activity, not on a simulated workload.
